<file path="design/flow/design.v">
module SHA(
	input logic PCLK_IN,
	input logic [4:0] PADDR_IN,
	input logic PRESETn_IN,
	input logic PSEL_IN,
	input logic PENABLE_IN,
	input logic PWRITE_IN,
	input logic [31:0] PWDATA_IN,
	output logic PREADY_OUT,
	output logic [31:0] PRDATA_OUT);
	logic [31:0] regis [15:0];
	logic [31:0] H [4:0];  
	logic [31:0] W [79:0];
	logic [6:0] t, i;
	logic [2:0] j;
	logic [31:0] T, a, b, c, d, e, Kt, Ft, Wt;
	always_ff @(posedge PCLK_IN) begin
	if (PRESETn_IN == 1'b0) begin
			H[0] <= 32'h67452301;
			H[1] <= 32'hefcdab89;
			H[2] <= 32'h98badcfe;
			H[3] <= 32'h10325476;
			H[4] <= 32'hc3d2e1f0;
			t <= 7'd0;
			i <= 7'd0;
			j <= 3'd0;
			regis [0] <= 32'd0;
			regis [1] <= 32'd0;
			regis [2] <= 32'd0;
			regis [3] <= 32'd0;
			regis [4] <= 32'd0;
			regis [5] <= 32'd0;
			regis [6] <= 32'd0;
			regis [7] <= 32'd0;
			regis [8] <= 32'd0;
			regis [9] <= 32'd0;
			regis [10] <= 32'd0;
			regis [11] <= 32'd0;
			regis [12] <= 32'd0;
			regis [13] <= 32'd0;
			regis [14] <= 32'd0;
			regis [15] <= 32'd0;
			PREADY_OUT <= 1'd1;
			W [79:0] <= '{32'd0, 32'd0, 32'd0, 32'd0, 32'd0, 32'd0, 32'd0, 32'd0, 32'd0, 32'd0, 32'd0, 32'd0, 32'd0, 32'd0, 32'd0, 32'd0, 32'd0, 32'd0, 32'd0, 32'd0,
							32'd0, 32'd0, 32'd0, 32'd0, 32'd0, 32'd0, 32'd0, 32'd0, 32'd0, 32'd0, 32'd0, 32'd0, 32'd0, 32'd0, 32'd0, 32'd0, 32'd0, 32'd0, 32'd0, 32'd0, 
							32'd0, 32'd0, 32'd0, 32'd0, 32'd0, 32'd0, 32'd0, 32'd0, 32'd0, 32'd0, 32'd0, 32'd0, 32'd0, 32'd0, 32'd0, 32'd0, 32'd0, 32'd0, 32'd0, 32'd0, 
							32'd0, 32'd0, 32'd0, 32'd0, 32'd0, 32'd0, 32'd0, 32'd0, 32'd0, 32'd0, 32'd0, 32'd0, 32'd0, 32'd0, 32'd0, 32'd0, 32'd0, 32'd0, 32'd0, 32'd0};
		end	
		else if (PSEL_IN) begin
			if (PENABLE_IN == 1'b0 && PWRITE_IN && PREADY_OUT) begin
				case (PADDR_IN)
					5'd0: regis[0] <= PWDATA_IN;
					5'd1: regis[1] <= PWDATA_IN;
					5'd2: regis[2] <= PWDATA_IN;
					5'd3: regis[3] <= PWDATA_IN;
					5'd4: regis[4] <= PWDATA_IN;
					5'd5: regis[5] <= PWDATA_IN;
					5'd6: regis[6] <= PWDATA_IN;
					5'd7: regis[7] <= PWDATA_IN;
					5'd8: regis[8] <= PWDATA_IN;
					5'd9: regis[9] <= PWDATA_IN;
					5'd10: regis[10] <= PWDATA_IN;
					5'd11: regis[11] <= PWDATA_IN;
					5'd12: regis[12] <= PWDATA_IN;
					5'd13: regis[13] <= PWDATA_IN;
					5'd14: regis[14] <= PWDATA_IN;
					5'd15: regis[15] <= PWDATA_IN;
					default: regis[15] <= PWDATA_IN;
				endcase
				end
				else if (PENABLE_IN) begin
					PREADY_OUT <= 1'b0;
					j <= 3'd0;
				end
				else if (PREADY_OUT == 1'b0) begin
					if (i < 7'd16) begin
						W[i] <= regis[i];
						i <= i+1'b1;
						j <= 3'd0;
					end
					else if ((i >= 7'd16) && (i< 7'd80)) begin
						W[i] <= ((W[i-3] ^ W[i-8] ^ W[i-14] ^ W[i-16]) << 1 | (W[i-3] ^ W[i-8] ^ W[i-14] ^ W[i-16]) >> 31);
						i <= i+1'b1;
						j <= 3'd0;
						if (i == 7'd79) begin
							a <= H[0];
							b <= H[1];
							c <= H[2];
							d <= H[3];
							e <= H[4];
							j <= 3'd0;
						end
					end
					if (i == 7'd80) begin
						if (t < 7'd20) begin
							case (j)
								3'd0: begin T <= ((a << 5 | a >> 27) + ((b & c) ^ (~b & d)) + e + 32'h5a827999 + W[t]); j <= j + 3'd1; end
								3'd1: begin e <= d; j <= j + 3'd1; end
								3'd2: begin d <= c; j <= j + 3'd1; end
								3'd3: begin c <= (b << 30 | b >> 2); j <= j + 3'd1; end
								3'd4: begin b <= a; j <= j + 3'd1; end
								3'd5: begin a <= T; j <= j + 3'd1; end
								3'd6: begin j <= 3'd0; t <= t + 1'b1; end
							endcase
						end
						if ((t >= 7'd20) && (t< 7'd40)) begin
							case (j)
								3'd0: begin T <= ((a << 5 | a >> 27) + (b ^ c ^ d) + e + 32'h6ed9eba1 + W[t]); j <= j + 3'd1; end
								3'd1: begin e <= d; j <= j + 3'd1; end
								3'd2: begin d <= c; j <= j + 3'd1; end
								3'd3: begin c <= (b << 30 | b >> 2); j <= j + 3'd1; end
								3'd4: begin b <= a; j <= j + 3'd1; end
								3'd5: begin a <= T; j <= j + 3'd1; end
								3'd6: begin j <= 3'd0; t <= t + 1'b1; end
							endcase
						end
						if ((t >= 7'd40) && (t< 7'd60)) begin
							case (j)
								3'd0: begin T <= ((a << 5 | a >> 27) + ((b & c) ^ (b & d) ^ (c & d)) + e + 32'h8f1bbcdc + W[t]); j <= j + 3'd1; end
								3'd1: begin e <= d; j <= j + 3'd1; end
								3'd2: begin d <= c; j <= j + 3'd1; end
								3'd3: begin c <= (b << 30 | b >> 2); j <= j + 3'd1; end
								3'd4: begin b <= a; j <= j + 3'd1; end
								3'd5: begin a <= T; j <= j + 3'd1; end
								3'd6: begin j <= 3'd0; t <= t + 1'b1; end
							endcase
						end
						if ((t >= 7'd60) && (t< 7'd80)) begin
							case (j)
								3'd0: begin T <= ((a << 5 | a >> 27) + (b ^ c ^ d) + e + 32'hca62c1d6 + W[t]); j <= j + 3'd1; end
								3'd1: begin e <= d; j <= j + 3'd1; end
								3'd2: begin d <= c; j <= j + 3'd1; end
								3'd3: begin c <= (b << 30 | b >> 2); j <= j + 3'd1; end
								3'd4: begin b <= a; j <= j + 3'd1; end
								3'd5: begin a <= T; j <= j + 3'd1; end
								3'd6: begin j <= 3'd0;
								t <= t + 1'b1; end
							endcase
						end
					end
				end
				if (t == 7'd80) begin
					PREADY_OUT <= 1'b1;
					t <= 7'd0;
					i <= 7'd0;
					j <= 3'd0;
					H[0] <= a + H[0];
					H[1] <= b + H[1];
					H[2] <= c + H[2];
					H[3] <= d + H[3];
					H[4] <= e + H[4];
				end
			end					
		end
	always_ff @(posedge PCLK_IN) begin
		if (PREADY_OUT) begin
			case (PADDR_IN)
					5'd16: PRDATA_OUT <= H[0];
					5'd17: PRDATA_OUT <= H[1];
					5'd18: PRDATA_OUT <= H[2];
					5'd19: PRDATA_OUT <= H[3];
					5'd20: PRDATA_OUT <= H[4];
					default: PRDATA_OUT <= 32'd0;
			endcase
		end
	end
	endmodule: SHA
</file>
<file path="design/flow/run.sh">
#!/bin/bash
# OpenROAD 26Q1-2900-gdf79404cd8, Yosys 0.63+post, stock flow scripts
make -C /OpenROAD-flow-scripts/flow DESIGN_CONFIG=/design/flow/config.mk WORK_HOME=/design/flow/orfs finish
</file>
<file path="design/flow/config.mk">
export PLATFORM = sky130hd
export DESIGN_NAME = SHA
export DESIGN_NICKNAME = SHA
export VERILOG_FILES = /design/flow/design.v
export SDC_FILE = /design/flow/constraint.sdc
export NUM_CORES = 4
export LEC_CHECK = 1
export CORE_UTILIZATION = 50
export SYNTH_HDL_FRONTEND = slang
</file>
<file path="design/flow/constraint.sdc">
current_design SHA

set clk_period 177.8
set clk_io_pct 0.2

create_clock -name clk0 -period $clk_period [get_ports {PCLK_IN}]

set non_clock_inputs [all_inputs -no_clocks]
set_input_delay [expr $clk_period * $clk_io_pct] -clock clk0 $non_clock_inputs
set_output_delay [expr $clk_period * $clk_io_pct] -clock clk0 [all_outputs]
</file>
==> flow_summary.rst <==
Synthesis and place-and-route
=============================

.. list-table::
   :header-rows: 1

   * - Metric
     - Value
   * - Outcome
     - finished clean
   * - Count of routing violations after the opening detailed-route iteration
     - 17.0k
   * - Count of input and output buffers
     - 74
   * - CTS buffer count
     - 396
   * - Die height
     - 672 µm
   * - Power density over the cells
     - 7.48 nW/µm²
   * - TNS Setup
     - 0 ns
   * - Antenna violations before repair
     - 139
   * - Wire length of the first global-routing pass
     - 1,370,000 µm
   * - Cell type with the largest total area after synthesis
     - sky130_fd_sc_hd__mux4_2
   * - DR DRC count
     - 0
   * - Launching point of the worst reg2reg path
     - t[0]$_SDFFE_PN0P_
   * - Data arrival time of the worst path
     - 40.60 ns
   * - Type of destination of the critical path
     - flop
   * - Final number of hold-violating endpoints
     - 0
   * - Data required time of the worst path
     - 178.69 ns
   * - Reg-to-reg endpoint
     - T[31]$_DFFE_PP_
   * - TritonCTS Sinks
     - 3,478
   * - Pin count of the biggest net entering global routing
     - 98
   * - Number of filler instances in the final layout
     - 36.6k
   * - Fmax
     - 25.2 MHz
   * - Crit Path Class
     - input pin to flop
   * - FP Core Util
     - 0.503
   * - Slew HR
     - 0.105
   * - Chip Width
     - 672 µm
   * - Vias per cell
     - 7.05
   * - CTS tree
     - built
   * - Routed wire per std cell
     - 37.5 µm
   * - HPWL Detailed
     - 641,000 µm
   * - Count of cells resized by post-cts repair
     - 0
   * - Post-layout minimum cycle time
     - 39.71 ns
   * - Gpl congestion
     - 1.11
   * - Share of the yosys chip area belonging to registers
     - 0.350
   * - Overall track demand over capacity in global routing
     - 0.467
   * - Part of the cycle the worst path needs
     - 0.223
   * - Number of global-route vias before repair
     - 182k
   * - Standard-cell row count
     - 245
   * - Start point of the critical path
     - PSEL_IN
   * - FFs w/ async S/R, synth
     - 0
   * - Mean post-synth cell area
     - 11.2 µm²
   * - Slew Viols, Final
     - 0
   * - Post-synth EDFFs
     - 896
   * - Yosys synthesis warning count
     - 0
   * - Clk ins delay skew pair
     - 1.08 ns
   * - Slack of the worst reg-to-reg path
     - 166.71 ns
   * - Clock tree buffer depth
     - 4
   * - Yosys stat cell total
     - 20.1k
   * - Maximum fanout count along the critical path
     - 29
   * - Dominant register cell
     - sky130_fd_sc_hd__dfxtp_1
   * - Share of Yosys cell area claimed by the top area cell type
     - 0.341
   * - Core region area
     - 446,000 µm²
   * - Post-synthesis instance area
     - 224,000 µm²
   * - Number of vias after detailed routing
     - 183k
   * - Yosys stat area
     - 224,000 µm²
   * - Buffer type at the clock tree root
     - sky130_fd_sc_hd__clkbuf_16
   * - Drt total wl
     - 973,000 µm
   * - Netlist cell types
     - 87
   * - Number of synthesized register bits
     - 3,478
   * - Endpoint of the worst setup timing path
     - W[1414]$_SDFFE_PN0P_
   * - Peak VDD IR
     - 0.0105 mV
   * - Kind of start point of the critical path
     - input pin
   * - First-pass detailed-route iteration total
     - 9
   * - Grt total ovfl
     - 0
   * - Static power due to leakage
     - 83.3 nW
   * - Count of final setup violators
     - 0
   * - R2r worst-path depth
     - 31
   * - Die area
     - 452,000 µm²
   * - Post-CTS Setup Bufs
     - 0
   * - Layout cells sized above 1
     - 0.260
   * - Count of mapped cells out of synthesis
     - 20.1k
   * - Layout-stage area growth over the synthesis result
     - 10.0%
   * - Deepest level of the CTS H-tree
     - 5
   * - Number of buffers added to fix hold violations after cts
     - 0
   * - Ranking of synthesized cells by area
     - sky130_fd_sc_hd__mux4_2 34%, sky130_fd_sc_hd__dfxtp_1 23%, sky130_fd_sc_hd__edfxtp_1 12%
   * - Class of the most critical hold timing path
     - flop to flop
   * - Ports
     - 75
   * - Setup repair after global routing missed its margin
     - false
   * - Core occupancy in the finished layout
     - 0.554
   * - DRT antenna net count
     - 0
   * - Tool warnings
     - 61
   * - Actual slew at the worst max-slew pin
     - 1.31 ns
   * - Number of maximum-capacitance violations
     - 0
   * - Setup clock skew after layout
     - 0.105 ns
   * - CTS clock-pin slew for the worst setup and hold paths
     - 0.06 ns
routing by layer:
layer | part of all wire | wire (µm) | vias to the layer above | global-route usage
met1 | 0.31 | 299000 | 88900 | 0.537
li1 | - | - | 74900 | -
met4 | 0.079 | 77000 | 235 | 0.271
met2 | 0.39 | 375000 | 15300 | 0.566
met3 | 0.21 | 209000 | 3755 | 0.407
met5 | 0.013 | 12600 | - | 0.252
kinds of logic (layout without fill, tap and decap cells):
family / count (synthesis) / after routing / synth area share
other: 0 / 262 / 0
multiplexers: 3665 / 3665 / 0.353
adder cells (fa/ha/maj): 621 / 621 / 0.0411
buffers and inverters: 2495 / 2152 / 0.0439
flip-flops: 3478 / 3478 / 0.350
AND-OR/OR-AND: 4201 / 4201 / 0.104
XOR/XNOR: 381 / 381 / 0.0149
AND/OR/NAND/NOR: 5268 / 5268 / 0.0932
how the worst min path moves through the flow:
stage	startpoint	cells after the start	slack [ns]	endpoint
CTS	W[250]$_SDFFE_PN0P_	2	0.50	W[250]$_SDFFE_PN0P_
global route	W[2489]$_SDFFE_PN0P_	2	0.52	W[2489]$_SDFFE_PN0P_
finish	W[1730]$_SDFFE_PN0P_	2	0.50	W[1730]$_SDFFE_PN0P_
placed cells by master (no fill, tap or decap), types with 75 or more instances in the layout:
| master | instances |
|---|---|
| sky130_fd_sc_hd__nand2_1 | 3630 |
| sky130_fd_sc_hd__mux4_2 | 3399 |
| sky130_fd_sc_hd__o21ai_0 | 2742 |
| sky130_fd_sc_hd__dfxtp_1 | 2566 |
| sky130_fd_sc_hd__nor2_1 | 933 |
| sky130_fd_sc_hd__edfxtp_1 | 896 |
| sky130_fd_sc_hd__buf_4 | 728 |
| sky130_fd_sc_hd__inv_1 | 590 |
| sky130_fd_sc_hd__a21oi_1 | 529 |
| sky130_fd_sc_hd__ha_1 | 420 |
| sky130_fd_sc_hd__clkbuf_16 | 413 |
| sky130_fd_sc_hd__diode_2 | 262 |
| sky130_fd_sc_hd__mux2i_1 | 245 |
| sky130_fd_sc_hd__xnor2_1 | 215 |
| sky130_fd_sc_hd__fa_1 | 194 |
| sky130_fd_sc_hd__a31oi_1 | 189 |
| sky130_fd_sc_hd__xor2_1 | 152 |
| sky130_fd_sc_hd__a21o_1 | 136 |
| sky130_fd_sc_hd__a211oi_1 | 125 |
| sky130_fd_sc_hd__nand3_1 | 107 |
| sky130_fd_sc_hd__nand2_2 | 91 |
| sky130_fd_sc_hd__nor2b_1 | 90 |
| sky130_fd_sc_hd__nor2_4 | 87 |
| sky130_fd_sc_hd__a22oi_1 | 84 |
| sky130_fd_sc_hd__nand2b_1 | 82 |
| sky130_fd_sc_hd__clkbuf_1 | 79 |
| sky130_fd_sc_hd__clkbuf_8 | 75 |
final cells by class:
cell class                      instances  area, µm²  share of cell area
Antenna cell                          262        656             0.00265
Clock buffer                          568      11700              0.0473
Clock inverter                        162       2080             0.00840
Inverter                              599       2290             0.00926
Multi-Input combinational cell      14100     138000               0.557
Sequential cell                      3478      78600               0.318
Tap cell                             5928       7420              0.0300
Timing Repair Buffer                  823       6630              0.0268
flip-flops by register name (all words and copies together) (netlist names), 32 cells and up, named ones only:
signal and flops:
e 32, a 32, b 32, c 32
W 2560, PRDATA_OUT 32, H 160, regis 512
d 32, T 32
synthesized netlist by cell type, types with 11 or more instances:
cell and instances:
sky130_fd_sc_hd__nand2_1 3723, sky130_fd_sc_hd__and3_1 31, sky130_fd_sc_hd__nor2_1 1020, sky130_fd_sc_hd__dfxtp_1 2582
sky130_fd_sc_hd__o22ai_1 26, sky130_fd_sc_hd__nor2b_1 91, sky130_fd_sc_hd__mux4_2 3399, sky130_fd_sc_hd__o21bai_1 37
sky130_fd_sc_hd__a31oi_1 189, sky130_fd_sc_hd__buf_1 243, sky130_fd_sc_hd__a21oi_1 534, sky130_fd_sc_hd__or2_2 11
sky130_fd_sc_hd__o21a_1 52, sky130_fd_sc_hd__edfxtp_1 896, sky130_fd_sc_hd__nand4_1 24, sky130_fd_sc_hd__o21ai_0 2748
sky130_fd_sc_hd__nand2b_1 82, sky130_fd_sc_hd__a221oi_1 14, sky130_fd_sc_hd__nor3_1 71, sky130_fd_sc_hd__a32oi_1 30
sky130_fd_sc_hd__a21boi_0 12, sky130_fd_sc_hd__inv_1 592, sky130_fd_sc_hd__or3_1 19, sky130_fd_sc_hd__o32ai_1 19
sky130_fd_sc_hd__xor2_1 155, sky130_fd_sc_hd__buf_6 28, sky130_fd_sc_hd__o211ai_1 18, sky130_fd_sc_hd__a22oi_1 84
sky130_fd_sc_hd__xnor2_1 225, sky130_fd_sc_hd__buf_4 21, sky130_fd_sc_hd__ha_1 425, sky130_fd_sc_hd__nand3_1 116
sky130_fd_sc_hd__buf_2 155, sky130_fd_sc_hd__a21o_1 136, sky130_fd_sc_hd__a211oi_1 127, sky130_fd_sc_hd__mux2i_1 245
sky130_fd_sc_hd__mux2_2 21, sky130_fd_sc_hd__fa_1 194, sky130_fd_sc_hd__and2_1 38, sky130_fd_sc_hd__clkbuf_1 1449
sky130_fd_sc_hd__o21ai_1 34
power by group:
| part | total, mW | internal, mW | switching, mW |
|---|---|---|---|
| combinational | 0.147 | 0.0464 | 0.100 |
| sequential | 0.824 | 0.819 | 0.00438 |
| clock | 0.876 | 0.512 | 0.364 |
| total | 1.85 | 1.38 | 0.469 |
through the flow:
step           power (mW)  worst slack [ns]  hold WS, ns  area, µm²  std cells
6_report             1.85            138.09        0.501     247000      26000
5_1_grt              1.89            138.17        0.518     247000      25900
4_1_cts              1.84            138.63        0.503     246000      25700
3_5_place_dp        0.982            137.55        0.495     233000      25000
3_3_place_gp        0.981            137.63        0.482     233000      25000
2_1_floorplan       0.930            136.24        0.466     224000      20100
worst max-delay path: stages:
cell and delay [ns]:
sky130_fd_sc_hd__clkdlybuf4s50_1 0.70, sky130_fd_sc_hd__nor3b_1 0.64, sky130_fd_sc_hd__nand2_1 0.71, sky130_fd_sc_hd__nor2_1 0.70, sky130_fd_sc_hd__nand2_1 0.52, sky130_fd_sc_hd__buf_4 0.38
sky130_fd_sc_hd__nor2_1 0.77, sky130_fd_sc_hd__nor2_4 0, sky130_fd_sc_hd__buf_4 0.35, sky130_fd_sc_hd__nand2_1 0.15, sky130_fd_sc_hd__o21ai_0 0.09
No activity file was given, so power comes from the tool's default toggle rates.
